`flow/design.v`:
```
module  T35seg7_top (
    clockIn,                 
    dp,                      
    segment7);               
    input   clockIn;
    output  reg dp;
    output  reg [6:0] segment7;
reg [25:0]  counter;         
reg [3:0]   digit;           
wire n_reset;                
assign n_reset = 1'b1;       
always @(posedge clockIn)
    begin
        if(n_reset == 0) begin               
            digit <= 4'b0000;                
            counter <= 25'b0;                
            end                              
        else
        begin
            counter <= counter + 1;          
            if(counter == 25000000) begin    
                dp = !dp;                    
                end                          
            if(counter >= 50000000) begin    
                digit <= digit + 1;          
                dp = !dp;                    
                counter <= 25'b0;            
            end                              
        end
        case(digit)
            4'h0: segment7 = 7'b1000000;     
            4'h1: segment7 = 7'b1111001;     
            4'h2: segment7 = 7'b0100100;     
            4'h3: segment7 = 7'b0110000;     
            4'h4: segment7 = 7'b0011001;     
            4'h5: segment7 = 7'b0010010;     
            4'h6: segment7 = 7'b0000010;     
            4'h7: segment7 = 7'b1111000;     
            4'h8: segment7 = 7'b0000000;     
            4'h9: segment7 = 7'b0010000;     
            4'ha: segment7 = 7'b0001000;     
            4'hb: segment7 = 7'b0000011;     
            4'hc: segment7 = 7'b1000110;     
            4'hd: segment7 = 7'b0100001;     
            4'he: segment7 = 7'b0000110;     
            default: segment7 = 7'b0001110;  
        endcase
    end
endmodule
```
`flow/run.sh`:
```
#!/bin/bash
# OpenROAD 26Q1-2900-gdf79404cd8, Yosys 0.63+post, stock flow scripts
make -C /OpenROAD-flow-scripts/flow DESIGN_CONFIG=/design/flow/config.mk WORK_HOME=/design/flow/orfs finish
```
`flow/config.mk`:
```
export PLATFORM = sky130hd
export DESIGN_NAME = T35seg7_top
export DESIGN_NICKNAME = T35seg7_top
export VERILOG_FILES = /design/flow/design.v
export SDC_FILE = /design/flow/constraint.sdc
export NUM_CORES = 4
export LEC_CHECK = 1
export CORE_UTILIZATION = 30
```
`flow/constraint.sdc`:
```
current_design T35seg7_top

set clk_period 4.9
set clk_io_pct 0.2

create_clock -name clk0 -period $clk_period [get_ports {clockIn}]

set non_clock_inputs [all_inputs -no_clocks]
set_input_delay [expr $clk_period * $clk_io_pct] -clock clk0 $non_clock_inputs
set_output_delay [expr $clk_period * $clk_io_pct] -clock clk0 [all_outputs]
```
==> flow_metrics.tcl <==
# yosys + openroad results
set metrics [dict create \
    rsz0062_at_grt "false" \
    cts.sinks 38 \
    yosys-top-cells-count "34 x dfxtp_1, 34 x nor2_1, 19 x xnor2_1, 13 x nand3_1, 12 x nand2_1" \
    fin_ws_ns 2.78 \
    yosysTopAreaCellShare 0.362 \
    fillers 595 \
    synth.largest_area_cell "dfxtp_1" \
    edf_count 4 \
    area.growth.synth_to_final_pct 14.5 \
    utilization 0.359 \
    grt_first_pass_wirelength_um 5710 \
    route.detailed.drc 0 \
    cp_slowest_stage_delay_ns 0.73 \
    cts_resized 0 \
    critPathSlowestCell "or4_1" \
    vias 1335 \
    ant_nets 0 \
    worstSetupPathType "reg2reg" \
    dieArea_um2 6590 \
    die_h_um 81.2 \
    final.setup.tns_ns 0 \
    max_freq_ghz 0.471 \
    clockBufferDepth 2 \
    postSynthCellCount 203 \
    p_leak_nw 0.742 \
    ioPinCount 9 \
    coreArea_um2 5990 \
    cts_root_buf "clkbuf_8" \
    std_cell_rows 28 \
    post_cts_buffers 0 \
    fin_area_um2 2150 \
    synthTopCellsByArea "dfxtp_1 36%, xnor2_1 8.8%, nor2_1 6.8%" \
    cts_tree "built" \
    whs_ns 0.478 \
    place_congestion 0.823 \
    grt-ovfl-total 0 \
    dp.cells 279 \
    status "finished, final reports clean" \
    place_ws_ns 2.78 \
    avgViaCountPerCell 4.65 \
    slew_headroom 0.593 \
    openroad.warnings 31 \
    syn_area_um2 1880 \
    ys.flops 38 \
    whs_path_depth 1 \
    routed_wl_um 3170 \
    hold_path.class "reg2reg" \
    h-tree-depth 2 \
    wl_per_cell_um 11.0 \
    io_buffers 8 \
    skew_ns 0.00805 \
    timing.final.crit_share 0.433 \
    ys_area_um2 1880 \
    maxSlewViolCount 0 \
    synth_area_per_cell_um2 9.26 \
    ys_types 40 \
    instances_no_fill 287 \
    worst_slew_pin_slew_ns 0.610 \
    power_density_nw_per_um2 293 \
    post-route-min-period_ns 2.12 \
    grt_max_degree 18 \
    drive_gt1_frac 0.108 \
    drt_iter0_drc 51 \
    placed_cell_area_um2 2020 \
    hold_viol 0 \
    die_w_um 81.2 \
    diodes 0 \
    ctsHoldBuffers 0 \
    cts_buffers 5 \
    drt_pass1_iterations 4 \
    ys_cells 203 \
    grt_pass1_vias 1204 \
    synthArstFlopShare 0 \
    cp.arrival_ns 2.31 \
    path_cells "ha_1 -> nand4_2 -> or4_1 -> nor3_4 -> a21oi_1 -> a31o_1" \
    dp_hpwl_um 2150 \
    setup_viol 0 \
    ys_seq_share 0.426 \
    max-vdd-ir-drop_uv 197 \
    initCoreUtil 0.314 \
    worstSetupEndpointType "flop" \
    rr_worst_depth 6 \
    power_uw 631 \
    path_max_fanout 6 \
    ff_type "dfxtp_1" \
    maxCapViolCount 0 \
    groute.usage.overall 0.112 \
    startpoint_type "flop" \
    clkTransAtPathRegs_ns 0.07 \
    worstSkewPairLatency_ns 0.29 \
    antenna_found_initial 0 \
    ys_warn_count 1 \
    required_ns 5.08 \
]
[final cells by class]
| type | instances | area, µm² | share of cell area |
|---|---|---|---|
| multi-input combinational | 147 | 996 | 0.463 |
| sequential | 38 | 801 | 0.372 |
| tap | 75 | 93.8 | 0.0436 |
| timing repair buffer | 9 | 87.6 | 0.0407 |
| clock buffer | 5 | 68.8 | 0.0320 |
| clock inverter | 3 | 68.8 | 0.0320 |
| inverter | 10 | 37.5 | 0.0174 |
[state kept, by name, summed over array words and instances (netlist names)]
name      count
dp            1
counter      26
digit         4
segment7      7
[power breakdown]
group / internal, mW / switching, mW / total (mW)
Combinational: 0 / 0 / 0.000000353
Clock: 0.204 / 0.114 / 0.318
Sequential: 0.313 / 0 / 0.313
Total: 0.517 / 0.114 / 0.631
[critical path, delay by kind of cell, from the launching register on]
family | cells | cell delay, ns
and+or+nand+nor | 3 | 1.12
DFF | 1 | 0.39
AOI/OAI and AO/OA | 2 | 0.27
adders and majority gates | 1 | 0.23
[metal layers]
metal	track usage	up-vias	wire length (µm)
met4	0.0143	0	35
met1	0.175	610	1700
met2	0.166	16	1320
met5	0	-	0
met3	0.0228	5	108
li1	-	704	-
[cells by family (layout without fill, tap and decap cells)]
kind of cell | Yosys count | after routing | share of synthesized area
buf+inv | 18 | 27 | 0.0446
xor+xnor | 26 | 26 | 0.121
simple gates | 93 | 93 | 0.275
fa+ha+maj | 8 | 8 | 0.0532
flops | 38 | 38 | 0.426
compound gates | 17 | 17 | 0.0579
mux | 3 | 3 | 0.0226
[placed cells by master (no fill, tap or decap), types with 2 or more instances in the layout]
cell type        synthesis  routed
a21oi_1                  5       5
bufinv_16                0       2
clkbuf_8                 0       5
clkdlybuf4s50_1          0       8
dfxtp_1                 34      34
edfxtp_1                 4       4
ha_1                     8       8
inv_1                   10      10
mux2i_1                  2       2
nand2_1                 12      12
nand2b_1                 2       2
nand3_1                 13      13
nand4_1                  5       5
nor2_1                  34      34
nor2_2                   3       3
nor2b_1                  2       2
nor3_1                   4       4
nor3_2                   3       3
nor4_1                   2       2
nor4_4                   2       2
o211ai_1                 2       2
o21ai_0                  3       3
o22ai_1                  2       2
or4_1                    3       3
xnor2_1                 19      19
xor2_1                   7       7
[final timing paths]
path / start / endpoint / slack (ns)
worst max register to register: counter[0] / counter[24] / 2.78
worst min register to register: counter[0] / counter[0] / 0.48
worst max-delay path: counter[0] / counter[24] / 2.78
worst min-delay path: counter[0] / counter[0] / 0.48
